===== ./config.mk =====
export PLATFORM = sky130hd
export DESIGN_NAME = thresholding
export DESIGN_NICKNAME = thresholding
export VERILOG_FILES = /design/flow/design.v
export SDC_FILE = /design/flow/constraint.sdc
export NUM_CORES = 4
export LEC_CHECK = 1
export CORE_UTILIZATION = 30

===== ./constraint.sdc =====
current_design thresholding

set clk_period 24.0
set clk_io_pct 0.2

create_clock -name clk0 -period $clk_period [get_ports {clk}]

set non_clock_inputs [all_inputs -no_clocks]
set_input_delay [expr $clk_period * $clk_io_pct] -clock clk0 $non_clock_inputs
set_output_delay [expr $clk_period * $clk_io_pct] -clock clk0 [all_outputs]

===== ./design.v =====
`timescale 1ns / 1ps
module thresholding(
    input wire clk, reset, enable,
    input wire signed [11 : 0] sig,
    output reg signed [11 : 0] y,
    output reg done,
    output reg [11 : 0] id
    );
parameter N = 2048, W = 13, threshold = 84, MEAN = 958;
localparam IDLE = 1'b0,
           WAIT = 2'b1,
           WORKING = 1'b1;
reg signed [11 : 0] d [0 : W - 1];  
reg signed [11 : 0] th;
reg signed [16 : 0] sum;
reg signed [11 : 0] curr_avg;
wire signed [11 : 0] din_curr_avg;
wire signed [16 : 0] din_sum;
reg state;
wire signed [11 : 0] mean;
wire signed [11 : 0] sig_diff;
assign din_curr_avg = din_sum/W;
assign mean = MEAN;
assign sig_diff = sig - mean;
assign din_sum = (sum + sig_diff - d[W - 1]);
integer i, j;
always @ (posedge clk)
begin
    if(reset) begin
        for(i = 0; i < W; i = i + 1) begin
            d[i] <= 12'b0;
        end
        sum <= 17'b0;
        curr_avg <= 12'b0;
        th <= threshold;
        state <= IDLE;
        done <= 1'b0;
        id <= 12'b0;
    end
    else begin
        case(state)
        IDLE: begin
            if(enable == 1'b1) begin
                state <= WORKING;
                id <= 12'b111111111111;
            end
            done <= 1'b0;
        end
        WORKING: begin
            sum <= din_sum;
            curr_avg <= din_curr_avg;
            for(j = 1; j < W; j = j + 1) begin
                d[j] <= d[j - 1];
            end
            d[0] <= sig_diff;
            if(sig_diff >= th + curr_avg) begin
                y <= sig_diff;
            end
            else begin
                y <= 12'b0;
            end
            done <= 1'b1;
            id = id + 1;
            if(id == 2047)
                state <= IDLE;
        end
        endcase
    end
end
endmodule

===== ./run.sh =====
#!/bin/bash
# OpenROAD 26Q1-2900-gdf79404cd8, Yosys 0.63+post, stock flow scripts
make -C /OpenROAD-flow-scripts/flow DESIGN_CONFIG=/design/flow/config.mk WORK_HOME=/design/flow/orfs finish

==> notes.md <==
run results: post-CTS setup buffers=0, Die Height=213 um, cell with the most instances after synthesis=nor2_1, initial antenna violation count=2, Port Buf Inserts=39, hold buffer count at cts=0, Slew @ Worst Pin=0.971 ns, CP top delay family=AND-OR/OR-AND gates, worst endpoint data arrival time=18.62 ns, per-cell routed wire length=14.8 um, fraction of layout cells with a size suffix above 1=0.0793, Largest type area fraction=0.299, GPL Wtd Cong=0.900, Die Span X=213 um, ao+oa area frac=0.195, tool warnings=30, top cell type by total area after synthesis=dfxtp_1, Total GRT Usage=0.145, worst path required time=24.38 ns, Synth Warn #=2, Multiplexer share=0.140, clock buffer depth=3, yosys stat cell total=1533, f_max=54.8 MHz, vias in the first global route=10178, #FFs+latches synth=211, CTS Sinks=211, yosys adder share=0.0629, final core occ=0.346, first-pass GRT wire length=52.7 mm, status=completed, gr ovfl total=0, total wire length=31.7 mm, n_diodes=0, CP Launch Type=input port, Worst-path clk slew=0.06 ns, Root Buffer=clkbuf_16, Yosys cell types=109, Avg Inst Size Synth=8.69 um2, Post-Synthesis Cell Area=0.0133 mm2, Floorplan Utilization=0.307, area figure in the yosys stat output=0.0133 mm2, CTS tree=built, critical path peak fanout=23, Setup violations, final=0, Filler cells=4354, critical path class=input port to register, RSZ-0062 raised after global routing=no, Hold Fails Final Rpt=0, Post-Route Setup TNS=0 ns, Final Cycle Share=0.760, Main synth FF type=dfxtp_1, Vias=10953, Worst slew margin=0.353, routed vias/inst=5.13, Buf+Inv Stages, Crit Path=7, Async S/R FF share, synth=0, Slew Viols, Final=0, H-Tree Depth=1, Synth Instances=1533, max incr delay on CP=0.75 ns, fin area=0.0150 mm2, Post-synth seq share=0.326, Post-DP Area=0.0143 mm2, CP most frequent cell=ha_1, clock skew=0.0100 ns, Synth top cells by count=nor2_1, dfxtp_1, mux2i_1, inv_1, nand2_1, FP Rows=76, Max-cap violations=0, Post-CTS Resized=0, main logic family after synthesis=AND-OR/OR-AND gates, Basic Gates by Area=0.177, Top-Level Pins=40, top cells by area=dfxtp_1, mux2i_1, nor2_1, Final Critical Period=18.24 ns, Crit. End Element=register, flip-flops with a built-in enable=12, Clock Latency Late Sink=0.53 ns, synthesis-to-finish area growth=12.7%, First DRT Iteration DRCs=583, Detailed Routing Iterations Pass 1=5, die area=0.0453 mm2, CTS Buf Count=24, # DRC=0, Slowest-stage cell, CP=a221oi_2, largest net degree at the start of global routing=118, XORs/XNORs by Area=0.0498, CORE AREA=0.0435 mm2, Hold Crit Class=register to register, Detail Route Antenna Nets=0, HPWL Detailed=22.8 mm
worst register-to-register path: cells and delay by family, from the launching register on:
kind / cells / cell delay [ns]
AOI/OAI and AO/OA: 24 / 7.62
adders and majority gates: 5 / 1.75
and+or+nand+nor: 8 / 1.53
buffers and inverters: 6 / 0.66
xor gates and xnor gates: 2 / 0.37
DFF: 1 / 0.32
muxes: 2 / 0.29
final timing paths:
path / start / endpoint / slack (ns) / depth (start not counted)
max reg2reg: sum[1] / curr_avg[6] / 11.30 / 47
min reg2reg: d[0][1] / d[0][1] / 0.49 / 2
max: sig[1] / curr_avg[6] / 5.76 / 52
min: d[0][1] / d[0][1] / 0.49 / 2
cells by family after synthesis:
logic type / after synthesis
AOI/OAI and AO/OA: 334
xor gates and xnor gates: 74
adders and majority gates: 58
buffers and inverters: 161
DFF: 211
muxes: 186
and+or+nand+nor: 509
layout by cell type, fill, tap and decap left out, types with 13 or more instances in the layout:
cell,n
a211oi_1,41
a21oi_1,49
a31oi_1,17
and2_1,19
buf_4,22
clkbuf_16,24
clkdlybuf4s50_1,38
dfxtp_1,198
fa_1,16
ha_1,39
inv_1,75
mux2i_1,180
nand2_1,60
nand3_1,45
nand4_1,13
nor2_1,256
nor3_1,32
o211ai_1,17
o21ai_0,44
xnor2_1,41
xor2_1,31
final cells by class:
cell class,count,area [um2],area share
clock buffer,28,636,0.0423
clock inverter,15,116,0.00775
inverter,75,282,0.0187
multi-input combinational,1161,8330,0.555
sequential,211,4350,0.289
tap,585,732,0.0487
timing repair buffer,62,577,0.0384
through the flow:
| step | hold WS (ns) | setup WS, ns | instances |
|---|---|---|---|
| floorplan | 0.456 | 8.16 | 1533 |
| global placement | 0.467 | 5.67 | 2094 |
| detailed placement | 0.470 | 5.41 | 2094 |
| CTS | 0.486 | 5.89 | 2137 |
| global route | 0.509 | 4.55 | 2137 |
| finish | 0.488 | 5.76 | 2137 |
per-layer routing:
| layer | vias to the layer above | track usage | wire length (um) |
|---|---|---|---|
| met3 | 51 | 0.0317 | 1830 |
| met1 | 5116 | 0.217 | 15400 |
| met4 | 4 | 0.0303 | 676 |
| met5 | - | 0 | 29 |
| li1 | 5563 | - | - |
| met2 | 219 | 0.217 | 13800 |
registers in the layout, summed over array words and instances (netlist names):
name,flops
state,1
curr_avg,12
done,1
id,12
d,156
sum,17
y,12
